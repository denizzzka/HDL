**/design/flow/config.mk**
```make
export PLATFORM = sky130hd
export DESIGN_NAME = shift_loop
export DESIGN_NICKNAME = shift_loop
export VERILOG_FILES = /design/flow/design.v
export SDC_FILE = /design/flow/constraint.sdc
export NUM_CORES = 4
export LEC_CHECK = 1
export CORE_AREA = 10 10 70 70
export DIE_AREA = 0 0 80 80
```
**/design/flow/constraint.sdc**
```tcl
current_design shift_loop

set clk_period 1.7
set clk_io_pct 0.2

create_clock -name clk0 -period $clk_period [get_ports {decrease_pulse}]

set non_clock_inputs [all_inputs -no_clocks]
set_input_delay [expr $clk_period * $clk_io_pct] -clock clk0 $non_clock_inputs
set_output_delay [expr $clk_period * $clk_io_pct] -clock clk0 [all_outputs]
```
**/design/flow/design.v**
```verilog
module shift_loop
    (
        input wire decrease_pulse,
        input wire reset,
        input wire[4:0] start_val,
        output wire busy
    );
    logic[4:0] curr_val;
    assign busy = ~(curr_val == 0);
    always_ff @(posedge decrease_pulse)
        if(reset)
            curr_val <= start_val;
        else if(busy)
            curr_val <= curr_val - 1;
endmodule
module shift_loop_test;
endmodule
```
**/design/flow/run.sh**
```bash
#!/bin/bash
# OpenROAD 26Q1-2900-gdf79404cd8, Yosys 0.63+post, stock flow scripts
make -C /OpenROAD-flow-scripts/flow DESIGN_CONFIG=/design/flow/config.mk WORK_HOME=/design/flow/orfs finish
```
==> qor.txt <==
Status -> finished, final reports clean
Simple-gate share of the synthesized area -> 0.147
Num rows -> 21
Worst Tran Pin Value -> 256 ps
Yosys cell count -> 24
R2R Path Start -> curr_val[0]
Ports -> 8
Final worst slack -> 71.0 ps
RSZ-0062 raised after global routing -> true
ANT cells -> 0
Element type at the critical path start -> flip-flop
H-tree Lvls -> 1
Pint -> 0.000333 W
Yosys stat chip area -> 280 µm²
Hold Vio Cnt, Final -> 0
Final setup fails -> 0
Min-Delay Path Class -> reg2reg
Max reg flops -> 5
Reg2reg end -> curr_val[1]
Sequential Power Share -> 0.443
Multiplexer share -> 0.0804
Layout cell share with drive strength beyond 1 -> 0.342
Synth warn -> 1
FFs w/ async S/R, synth -> 0
Hold depth -> 2
Synthesis-to-layout area growth -> 66.1%
Count leader, synth -> edfxtp_1
M1 WL -> 229 µm
# clock sinks -> 5
Average cell area after synthesis -> 11.7 µm²
Area leader share -> 0.536
Hold path startpoint -> curr_val[4]
Initial antenna violation count -> 0
Critical Path AT -> 1290 ps
Power per cell area -> 951 nW/µm²
Worst hold margin -> 650 ps
Adders+Majority by Area -> 0.0446
Top reg by flops -> curr_val
Crit path launch -> curr_val[0]
Worst-Skew Late Latency -> 230 ps
Clock transition at the registers of the reported paths -> 40 ps
Dominant register cell in the synthesized netlist -> edfxtp_1
Commonest cells post-synth -> edfxtp_1 (5), nand2_1 (3)
DR vias/cell -> 2.60
Initial DRC Count -> 3
Worst-path maximum fanout -> 2
Worst R2R Setup Slack -> 140 ps
Initial DRT Pass Iterations -> 4
Non-Filler Instances -> 84
Die X -> 80 µm
Clock skew -> 0.234 ps
WL per Instance -> 7.63 µm
Tool warnings -> 26
GP Congestion -> 0.705
Unique cell types -> 14
Logic family by area -> simple AND/OR/NAND/NOR gates
VDD IR-drop max -> 0.000191 V
Synth top area cells -> edfxtp_1 (54%), mux2_2 (8.0%), xnor2_1 (6.3%)
CP required -> 1360 ps
Post-DP Area -> 418 µm²
F_max -> 614 MHz
DRC -> 0
Yosys xor share -> 0.0938
Die area -> 6400 µm²
DR top layer -> met4
Max-slew violations -> 0
Met3 WL -> 70 µm
Dpl hpwl -> 526 µm
DP Worst Slack -> -16.2 ps
Crit Path Class -> reg2out
Sw frac -> 0.248
Synthesized instance count -> 24
FILL cells -> 402
Vias in the first global route -> 235
Top Registers -> curr_val (5)
Largest net degree at the start of global routing -> 8
Input/output buffers -> 7
Root buffer cell -> clkbuf_4
Flip-flops with a built-in enable -> 5
Final non-filler cell area -> 465 µm²
First-pass GRT wire length -> 1.07 mm
Dpl cells -> 78
Clock Power Share -> 0.304
Post-route clock period utilization -> 0.958
DR WL met2 -> 330 µm
Static leakage -> 0.168 nW
FP Util -> 0.0821
TritonCTS Buffers -> 3
CTS Hold Buffers Added -> 0
Die Span Y -> 80 µm
Cell count of the worst reg-to-reg path -> 6
Yosys top cell by area -> edfxtp_1
Remaining Overflow, GRT -> 0
Total GRT Usage -> 0.0215
CTS Buffer Depth -> 2
Hold path endpoint -> curr_val[4]
Relative slew slack -> 0.829
Critical path endpoint category -> output port
Setup TNS -> 0 ps
Cell area after synthesis -> 280 µm²
Routed Wire Length -> 641 µm
Compound-cell area share of the yosys netlist -> 0.0536
Total via count after detailed routing -> 218
NetSw -> 0.000110 W
Logic pwr share -> 0.252
Seq share, synth -> 0.536
Yosys reg bits -> 5
Fin crit period -> 1630 ps
Antenna violation net count after detailed routing -> 0
Area of the core -> 3420 µm²
Max-cap viol count -> 0
CTS tree -> done
-- final cells by class --
class                      count  area (µm²)  share of cell area
timing repair buffer          11        95.1               0.204
tap                           46        57.6               0.124
sequential                     5         150               0.323
inverter                       2        7.51              0.0161
clock buffer                   4        26.3              0.0565
multi-input combinational     16         129               0.277
-- worst max-delay path by stage --
stage	cells past startpoint	endpoint	slack [ps]
after CTS	5	busy	60
after global routing	5	busy	-60
final	5	busy	70
-- per-stage QoR --
| step | total power (W) | util |
|---|---|---|
| after floorplan | 0.000252 | - |
| after global placement | 0.000288 | 0.122 |
| after detailed placement | 0.000291 | 0.122 |
| after CTS | 0.000446 | 0.133 |
| after global routing | 0.000474 | 0.136 |
| final | 0.000443 | 0.136 |
-- layer usage --
metal | up-vias | track usage
met3 | 2 | 0.0193
met4 | 0 | 0.00880
met5 | - | 0
li1 | 110 | -
met2 | 5 | 0.0321
met1 | 101 | 0.0203
-- cell usage in the layout (no fill, tap or decap), drive strengths merged --
master	synthesis	layout
buf	1	5
clkbuf	0	4
clkdlybuf4s50	0	6
edfxtp	5	5
ha	1	1
inv	2	2
mux2	2	2
nand2	3	3
nand2b	1	1
nor3	1	1
nor3b	1	1
o21ai	3	3
or2	1	1
xnor2	2	2
xor2	1	1
-- critical path: stages (launching register included) --
cell	delay, ps
edfxtp_1	370
inv_1	80
ha_2	180
nor3b_4	200
nand2b_1	90
buf_2	120
-- power by group through the flow --
stage	logic (W)	registers (W)	clock network [W]
4_1_cts	0.000107	0.000197	0.000143
6_report	0.000112	0.000196	0.000135
5_1_grt	0.000128	0.000201	0.000145
-- timing repair --
action	4_1_cts	5_1_grt
setup endpoints to repair	1	1
resized	5	1
hold endpoints to repair	0	0
buffers inserted	1	1
cloned	0	0
pin swaps	1	0
-- cells by family after synthesis --
| family | count (synthesis) |
|---|---|
| AND-OR/OR-AND | 3 |
| flip-flops | 5 |
| adder cells (fa/ha/maj) | 1 |
| AND/OR/NAND/NOR | 7 |
| multiplexers | 2 |
| XOR/XNOR | 3 |
| buffers and inverters | 3 |
No activity file was given, so power comes from the tool's default toggle rates.
